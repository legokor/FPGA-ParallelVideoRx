===== /design/flow/design.v =====
`timescale 1ns / 1ps
module dvp_receiver #(
    parameter VSYNC_ACTIVE_HIGH = 0,
    parameter HREF_ACTIVE_HIGH = 1
) (
    input pclk,
    input [7:0] din,
    input href_in,
    input vsync_in,
    (* X_INTERFACE_PARAMETER = "CLK_DOMAIN pclk" *)
    (* X_INTERFACE_INFO = "xilinx.com:interface:axis:1.0 M_AXIS TDATA" *)
    output [7:0] tdata,
    (* X_INTERFACE_INFO = "xilinx.com:interface:axis:1.0 M_AXIS TLAST" *)
    output tlast,
    (* X_INTERFACE_INFO = "xilinx.com:interface:axis:1.0 M_AXIS TVALID" *)
    output tvalid
);
wire href, vsync;
assign href  = HREF_ACTIVE_HIGH  ? href_in  : ~href_in;
assign vsync = VSYNC_ACTIVE_HIGH ? vsync_in : ~vsync_in;
wire clk;
assign clk = pclk;
reg prev_vsync;
always @(posedge clk)
    prev_vsync <= vsync;
wire vsync_posedge;
assign vsync_posedge = vsync & prev_vsync;
reg [7:0] dreg;
always @(posedge clk)
    if (href)
        dreg <= din;
reg dreg_valid;
always @(posedge clk)
    if (href)
        dreg_valid <= 1'b1;
    else if (vsync_posedge)
        dreg_valid <= 1'b0;
assign tdata = dreg;                                     
assign tlast = vsync_posedge & dreg_valid;               
assign tvalid = dreg_valid & (href | vsync_posedge);     
endmodule

===== /design/flow/run.sh =====
#!/bin/bash
# OpenROAD 26Q1-2900-gdf79404cd8, Yosys 0.63+post, stock flow scripts
make -C /OpenROAD-flow-scripts/flow DESIGN_CONFIG=/design/flow/config.mk WORK_HOME=/design/flow/orfs finish

===== /design/flow/config.mk =====
export PLATFORM = sky130hd
export DESIGN_NAME = dvp_receiver
export DESIGN_NICKNAME = dvp_receiver
export VERILOG_FILES = /design/flow/design.v
export SDC_FILE = /design/flow/constraint.sdc
export NUM_CORES = 4
export LEC_CHECK = 1
export CORE_AREA = 10 10 70 70
export DIE_AREA = 0 0 80 80

===== /design/flow/constraint.sdc =====
current_design dvp_receiver

set clk_period 1.0
set clk_io_pct 0.2

create_clock -name clk0 -period $clk_period [get_ports {pclk}]

set non_clock_inputs [all_inputs -no_clocks]
set_input_delay [expr $clk_period * $clk_io_pct] -clock clk0 $non_clock_inputs
set_output_delay [expr $clk_period * $clk_io_pct] -clock clk0 [all_outputs]

==> impl_metrics.csv <==
group,metric,value,unit
clocking,cts_sinks,10,
run,warnings,27,
critical_path,critPathMaxFanout,2,
placement,gp_congestion,0.643,
timing,finClkSkew,0.0000379,ns
placement,dp_hpwl,683,um
clocking,root_buffer,"clkbuf_4",
floorplan,io_pins,21,
global_routing,grt_pass1_wl,1340,um
placement,dp_slack,-0.595,ns
clocking,clk_pin_slew,0.07,ns
timing,hold_violations,0,
floorplan,rows,21,
floorplan,die_y,80,um
timing,setup_ws,-0.237,ns
timing,slew_headroom,91.6,%
synth,synth.yosys.chip_area,323,um^2
synth,area_leaders,"edfxtp_1 (74%), dfxtp_1 (12%), nor2b_4 (4.3%)",
synth,top_cell_area_share,74.4,%
route,drc_errors,0,
timing,finalMaxSlewViolations,0,
synth,ys_types,7,
timing,finalSetupViolCount,2,
timing,fin_crit,1.24,ns
critical_path,crit_type,"flip-flop to primary output",
finish,fin_util,17.6,%
finish,stdcell_count,89,
power_and_ir_drop,p_leak,0.246,nW
route,avgRoutedWirePerCell,9.13,um
clocking,cts_tree,"yes",
route,vias_per_cell,2.56,
floorplan,fp_util,9.45,%
clocking,cts_max_level,1,
floorplan,dieArea,6400,um^2
min_path,hp-class,"input pin to flip-flop",
route,firstDrtPassIters,1,
floorplan,core_area,3420,um^2
timing,rsz0062_at_grt,"true",
timing,tightestPinTransition,0.127,ns
power_and_ir_drop,p_total,944,uW
global_routing,grt_usage,2.61,%
outcome,status,"finished with violations",
clocking,clock_latency,0.26,ns
finish,layout-drive-gt1-share,46.5,%
floorplan,die_w,80,um
placement,placed_cells,83,
global_routing,grt_pass1_vias,290,
global_routing,overflow,0,
synth,synth_seq_share,86.8,%
route,antenna_cells,0,
synth,synth_top_cell_by_area,"edfxtp_1",
clocking,clockBufferDepth,2,
synth,ys.flops,10,
finish,syn2layout_area_growth,86.4,%
critical_path,start_kind,"flip-flop",
synth,synth_area,323,um^2
route,ant_nets,0,
critical_path,worstSetupEndpointType,"primary output",
critical_path,cp.arrival,1.04,ns
power_and_ir_drop,ir_drop,452,uV
placement,port_buffers,20,
outcome,failed_checks,"negative setup slack",
route,first_iter_violations,0,
run,maxCapViolCount,0,
clocking,numCtsBuffers,3,
route,routed_wl,813,um
synth,syn_inst,16,
power_and_ir_drop,power_density,1570,nW/um^2
critical_path,worstPathRequired,0.80,ns
global_routing,antenna_found_initial,0,
synth,ys_cells,16,
timing,fmax,0.808,GHz
timing,finalCritPeriodShare,124,%
synth,syn_avg_cell_area,20.2,um^2
clocking,cts_hold_buf,0,
global_routing,grt_max_degree,10,
route,vias,228,
synth,yosys_warnings,1,
-- metal layers --
layer | vias up | wire (um) | global-route usage (%)
li1 | 110 | - | -
met2 | 10 | 397 | 4.17
met1 | 108 | 321 | 2.91
met4 | 0 | 0 | 0.528
met5 | - | 0 | 0
met3 | 0 | 95 | 1.59
-- state kept, by name, summed over array words and instances (netlist names) --
register,count
dreg,8
dreg_valid,1
prev_vsync,1
-- power breakdown --
group          switching (mW)  internal, mW  total, mW
Sequential            0.00852         0.483      0.491
Clock                   0.133         0.221      0.354
Combinational          0.0255        0.0729     0.0984
Total                   0.167         0.777      0.944
-- synth_stat cells --
cell type and n:
and2_1 1, dfxtp_1 2, edfxtp_1 8, inv_1 2, nor2b_4 1, o21a_1 1, o21bai_1 1
-- placed cells by master (no fill, tap or decap) --
master and instances:
clkdlybuf4s50_1 9, buf_2 9, edfxtp_1 8, clkbuf_4 3, inv_1 2, buf_6 2
buf_4 2, nor2b_4 1, and2_4 1, o21a_1 1, o21bai_1 1, clkbuf_8 1
dfxtp_1 1, dlygate4sd2_1 1, dfxtp_2 1
-- cells by family (layout without fill, tap and decap cells) --
kind of cell    after synthesis  after routing  synth area share (%)
compound gates                2              2                  4.65
flops                        10             10                  86.8
buf+inv                       2             29                  2.33
simple gates                  2              2                  6.20
-- timing repair --
action | CTS | global route
gates resized | 33 | 2
cloned | 0 | 0
buffers inserted | 2 | 0
setup endpoints to repair | 10 | 2
hold endpoints to repair | 0 | 0
pin swaps | 1 | 1
-- final timing paths --
check	from	to	slack, ns	cells after the start
setup / recovery	prev_vsync	tlast	-0.24	4
hold reg to reg	dreg_valid	dreg_valid	0.49	2
setup reg to reg	prev_vsync	dreg_valid	0.17	4
hold / removal	vsync_in	prev_vsync	0.28	2
-- worst max-delay path, stage by stage (launching register included) --
cell	delay, ns
dfxtp_2	0.31
nor2b_4	0.12
buf_6	0.11
and2_4	0.14
buf_6	0.10
-- metrics by stage --
stage / area [um^2] / hold WS [ns] / TNS, ns
5_1_grt: 602 / 0.285 / -0.488
6_report: 602 / 0.279 / -0.388
2_1_floorplan: 323 / 0.257 / 0
3_3_place_gp: 588 / 0.454 / -2.52
4_1_cts: 594 / 0.275 / -0.429
3_5_place_dp: 588 / 0.469 / -2.64
-- area by class of cell --
cell class                 count  area [um^2]
fill                         390         2810
inverter                       2         7.51
tap                           46         57.6
clock buffer                   4         36.3
multi-input combinational      4         37.5
sequential                    10          282
timing repair buffer          23          181
No activity file was given, so power comes from the tool's default toggle rates.
