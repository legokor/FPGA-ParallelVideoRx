===== design/flow/config.mk =====
export PLATFORM = sky130hd
export DESIGN_NAME = byte_aligner_rgb565
export DESIGN_NICKNAME = byte_aligner_rgb565
export VERILOG_FILES = /design/flow/design.v
export SDC_FILE = /design/flow/constraint.sdc
export NUM_CORES = 4
export LEC_CHECK = 1
export CORE_AREA = 10 10 90 90
export DIE_AREA = 0 0 100 100

===== design/flow/constraint.sdc =====
current_design byte_aligner_rgb565

set clk_period 1.4
set clk_io_pct 0.2

create_clock -name clk0 -period $clk_period [get_ports {pclk}]

set non_clock_inputs [all_inputs -no_clocks]
set_input_delay [expr $clk_period * $clk_io_pct] -clock clk0 $non_clock_inputs
set_output_delay [expr $clk_period * $clk_io_pct] -clock clk0 [all_outputs]

===== design/flow/design.v =====
`timescale 1ns / 1ps
module byte_aligner_rgb565(
    input pclk,
    (* X_INTERFACE_INFO = "xilinx.com:interface:axis:1.0 S_AXIS TDATA"  *) input [7:0] tdata_in,
    (* X_INTERFACE_INFO = "xilinx.com:interface:axis:1.0 S_AXIS TLAST"  *) input tlast_in,
    (* X_INTERFACE_INFO = "xilinx.com:interface:axis:1.0 S_AXIS TVALID" *) input tvalid_in,
    (* X_INTERFACE_INFO = "xilinx.com:interface:axis:1.0 M_AXIS TDATA"  *) output [15:0] tdata_out,
    (* X_INTERFACE_INFO = "xilinx.com:interface:axis:1.0 M_AXIS TLAST"  *) output tlast_out,
    (* X_INTERFACE_INFO = "xilinx.com:interface:axis:1.0 M_AXIS TVALID" *) output tvalid_out,
    output [7:0] red_out,
    output [7:0] blue_out,
    output [7:0] green_out,
    output valid,
    output last
);
wire clk;
assign clk = pclk;
reg init = 0;
always @(posedge clk)
    if (tlast_in)
        init <= 1;
reg frame_active = 0;
always @(posedge clk)
    if (tlast_in)
        frame_active <= 0;
    else if (tvalid_in)
        frame_active <= 1;
reg [7:0] data0;
reg [7:0] data1;
wire [15:0] data;
reg rs = 0;
always @(posedge clk)
    if (init && tvalid_in)
        rs <= ~rs;
always @(posedge clk)
    if (init && tvalid_in)
        if (rs)
            data1 <= tdata_in;
        else
            data0 <= tdata_in;
reg last_bit;
always @(posedge clk)
    if (tlast_in && tvalid_in)
        last_bit <= 1;
    else
        last_bit <= 0;
assign tdata_out = {data0, data1};
assign tvalid_out = (init && frame_active && tvalid_in && !rs) | last_bit;
assign tlast_out = last_bit;
assign blue_out  = {tdata_out[15:11], 3'b0};
assign green_out = {tdata_out[10: 5], 2'b0};
assign red_out   = {tdata_out[ 4: 0], 3'b0};
assign valid = tvalid_out;
assign last = tlast_out;
endmodule

===== design/flow/run.sh =====
#!/bin/bash
# OpenROAD 26Q1-2900-gdf79404cd8, Yosys 0.63+post, stock flow scripts
make -C /OpenROAD-flow-scripts/flow DESIGN_CONFIG=/design/flow/config.mk WORK_HOME=/design/flow/orfs finish

==> impl_metrics.toml <==
# generated from flow reports
[clocking]
cts.sinks = 20
clk_latency_ns = 0.26
htreeDepth = 1
cts.clk_slew.worst_paths_ns = 0.07
clock-root-buffer = "clkbuf_8"
cts_buffer_depth = 2
cts_tree = "done"
cts-buffers-inserted = 3

[die]
core_area_um2 = 6280
rows = 29
die_y_um = 100
dieArea_um2 = 10000
fp-utilization_pct = 13.2
die_x_um = 100
io_pins = 55

[power_and_ir_drop]
p_total_mw = 1.37
switchingPower_mw = 0.233
max-vdd-ir-drop_v = 0.000361
p_leak_nw = 0.731
seqPwrFrac_pct = 49.9
power.internal_mw = 1.14
p_comb_share_pct = 8.4
pwr-share-clk_pct = 41.7
swShare_pct = 17.0
power.density_nw_per_um2 = 985

[yosys]
synth_area_leader_cell = "edfxtp_1"
common_cells = "buf_4, edfxtp_1"
async_reset_ff_share_pct = 0
synth_area_um2 = 831
synth_seq_share_pct = 69.9
synth.distinct_cells = 10
yosysMostFrequentCell = "buf_4"
edf_count = 18
avgSynthCellArea_um2 = 14.8
synth-seq-cells = 20
synth_stat.cells = 56
ys_top_cells_by_area = "edfxtp_1, buf_4, dfxtp_1"
ff_type = "edfxtp_1"
yosysWarnings = 1
yosysTopAreaCellShare_pct = 65.1
ys_area_um2 = 831
synthCells = 56

[setup_path]
cp_max_fo = 3
cp-end-kind = "output pin"
critPathRequiredTime_ns = 1.12
cp.arrival_ns = 1.25
r2r-start = "rs"
path_class = "flop to output pin"
critPathLaunchType = "flop"
r2r_end = "data0[0]"
reg2reg_depth = 3
rrSetupSlack_ns = 0.16

[place]
dp_cells = 163
gp_congestion = 0.703
pre_cts_ws_ns = -0.476
place_hpwl_um = 1720
portBuffers = 46

[routing]
wirelength_um = 2100
via_count = 482
viasPerCell = 2.84
drc = 0
drt-initial-drc-count = 7
first_pass_iters = 2
antenna_cells = 0
post_drt_wl_per_cell_um = 12.4
ant_nets = 0

[finish]
final_core_util_pct = 22.2
area_delta_synth_final_pct = 67.8
logic_area_um2 = 77.6
final_cells = 170
drive_gt1_share_pct = 15.1
nFillCells = 661
seq_area_um2 = 582

[worst_hold_path]
min_path_type = "input port to flop"
hold_end = "last_bit"
min_from = "tvalid_in"
whs_path_depth = 3

[global_routing]
grt_max_degree = 13
grt_overflow_total = 0
grt_util_all_layers_pct = 3.89
grt_pass1_vias = 547
grt_pass1_wl_um = 3020
antenna_found_initial = 1

[timing]
setup_ws_ns = -0.133
rsz0062_at_grt = "yes"
fin_worst_skew_ns = 0.00466
fmax_mhz = 652
finalSetupViolations = 2
min_period_ns = 1.53
hold_viol_final = 0
fin_hold_ws_ns = 0.488
finalCritPeriodShare_pct = 109
slew_violations = 0

[job]
max_cap_violations = 0
log.warning_count = 27

[run_status]
violations = "negative setup slack"
run_status = "finished, violations left"
-- metal layers --
| layer | vias up | global-route usage [%] | part of all wire, % |
|---|---|---|---|
| li1 | 227 | - | - |
| met1 | 214 | 3.79 | 37 |
| met2 | 35 | 6.37 | 45 |
| met3 | 4 | 3.40 | 16 |
| met4 | 2 | 0.326 | 0.57 |
| met5 | - | 0 | 0.62 |
-- power groups by stage --
stage	clock (mW)	sequential (mW)	combinational, mW
finish	0.573	0.685	0.115
CTS	0.590	0.686	0.126
global route	0.611	0.688	0.129
-- cells in the final DEF, fill, tap and decap left out, types with 2 or more instances in the layout --
cell,netlist,final
clkdlybuf4s50_1,0,18
dlymetal6s2s_1,0,25
edfxtp_1,18,18
nor2_1,2,2
and2_1,2,2
clkbuf_8,0,3
conb_1,2,9
buf_4,26,6
-- state kept, by name, indices dropped and copies added, names as in the netlist --
| register | cells |
|---|---|
| last_bit | 1 |
| rs | 1 |
| frame_active | 1 |
| data1 | 8 |
| data0 | 8 |
| init | 1 |
-- per-stage QoR --
stage / area, um^2 / TNS (ns)
5_1_grt: 1390 / -0.424
3_5_place_dp: 1240 / -2.41
6_report: 1390 / -0.256
3_3_place_gp: 1240 / -2.23
4_1_cts: 1330 / -0.262
2_1_floorplan: 857 / 0
-- kinds of logic after synthesis --
logic type	count (synthesis)	share of synthesized area, %
AND-OR/OR-AND	1	0.904
flip-flops	20	69.9
other	2	0.904
buffers and inverters	27	23.9
AND/OR/NAND/NOR	6	4.37
-- layout make-up --
class	count	share of cell area, %
sequential	20	41.7
timing repair buffer	52	40.4
tap	77	6.91
multi-input combinational	16	5.57
clock buffer	3	2.96
clock inverter	1	2.15
inverter	1	0.269
-- repair_timing --
action	4_1_cts	5_1_grt
setup buffers	3	0
hold buffers	0	0
setup endpoints to repair	3	32
endpoints found under the hold margin	0	0
gates cloned	0	0
pin swaps	2	0
gates resized	9	26
-- critical path: stages, from the launching register on --
cell and delay [ns]:
edfxtp_1 0.42, and3b_1 0.25, a21o_1 0.14, buf_4 0.11, buf_6 0.08
-- how the worst max path moves through the flow --
stage         from    end  slack (ns)  depth (start not counted)
CTS           init  valid       -0.12                          4
global route    rs  valid       -0.21                          4
finish          rs  valid       -0.13                          4
No activity file was given, so power comes from the tool's default toggle rates.
